## flow/design.v

```verilog
module adder #(parameter N = 8)
              (input  logic [N-1:0] a, b,
               input  logic         cin,
               output logic [N-1:0] s,
               output logic         cout);
  assign {cout, s} = a + b + cin;
endmodule
module sl2(input  logic [31:0] a,
           output logic [31:0] y);
  assign y = {a[29:0], 2'b00};
endmodule
`timescale 1ns / 1ps
module voltin(input  logic [31:0] a, b,
               input  logic         cin,
               output logic [31:0] finout,
               output logic         cout    );
logic [31:0] s;
adder #(32) instantiated_adder(a, b, cin, s, cout);
sl2 instantiated_sl2(s, finout);
endmodule
```

## flow/run.sh

```bash
#!/bin/bash
# OpenROAD 26Q1-2900-gdf79404cd8, Yosys 0.63+post, stock flow scripts
make -C /OpenROAD-flow-scripts/flow DESIGN_CONFIG=/design/flow/config.mk WORK_HOME=/design/flow/orfs finish
```

## flow/config.mk

```make
export PLATFORM = sky130hd
export DESIGN_NAME = voltin
export DESIGN_NICKNAME = voltin
export VERILOG_FILES = /design/flow/design.v
export SDC_FILE = /design/flow/constraint.sdc
export NUM_CORES = 4
export LEC_CHECK = 1
export CORE_AREA = 10 10 88 88
export DIE_AREA = 0 0 98 98
```

## flow/constraint.sdc

```tcl
current_design voltin

set clk_period 13.4
set clk_io_pct 0.2

create_clock -name clk0 -period $clk_period

set non_clock_inputs [all_inputs -no_clocks]
set_input_delay [expr $clk_period * $clk_io_pct] -clock clk0 $non_clock_inputs
set_output_delay [expr $clk_period * $clk_io_pct] -clock clk0 [all_outputs]
```

==> notes.md <==
This note records the results obtained with Yosys and OpenROAD.

Outcome
The run finished with clean final reports.

Min path
Checking hold timing, the worst path is listed with class in -> out.

Finish
Per the run report, area growth between synthesis and finish was 54.9%. The combined flip-flop and latch cell area is 0 um2. The post-route netlist has 1.73% of its cells at a drive strength greater than 1. The sequential cell count of the final layout is 0. Counting the clock-network buffers in the layout gives 0. Leaving out fill and tap cells, the most frequent cells in the layout are 96 x clkdlybuf4s50_1, 34 x a21oi_1, 31 x ha_1. The highest-count logic cell in the final layout is clkdlybuf4s50_1.

Global routing
The first global-routing pass estimated 10,200 um of wire. The total grt overflow is 0. The number of antenna violations at the first check in global routing is 0. The via count of the first global-routing pass was 2,149.

Across every metal layer, demand over resource in global routing totals 11.9%. Entering global routing, the biggest net connects 11 pins.

Die
The floorplan step set the die width to 98 um. The number of standard-cell rows in the floorplan is 28. The core utilization before placement is 30.9%. The total die area is 0.00960 mm2.

Pin placement for this block handled 98 I/O pins. The die boundary height is 98 um. The core region area is 0.00592 mm2.

Timing
The worst-case max-slew headroom was logged as 62.1%. Subtracting the final worst setup slack from the clock period gives 8.76 ns. The final worst hold slack is 6.44 ns. The final hold violation count recorded for this run is 0.

For this run, the final setup violation count is recorded as 0. Pins over their slew limit in the final report were tallied at 0. Setup total negative slack on the finished layout was measured at 0 ns.

At the pin with the least slew margin, the transition time is 0.563 ns. The highest clock rate is 114 MHz. After layout, the worst path uses 65.4% of the clock period. Setup repair after global routing left no endpoint under its margin.

Detailed routing
The remaining routing DRC violations is 0. The total wirelength of the detailed-routed design is 6160 um. The via-per-instance ratio is 5.24. The number of detailed-routing iterations run before antenna repair is 4.

The count of nets left with antenna violations once routing finished came out at 0. The iteration-0 DRC count of the detailed router is 86. The repair_antennas step left the layout with diodes totalling 0. The wire length per cell after detailed routing is 14.6 um. The detailed router placed 2,213 vias in this run.

Critical path
The standard cell with the maximum stage delay on the critical path is clkdlybuf4s50_1. The required time of the worst setup path is 10.72 ns. Among all stages on the critical path, the maximum delay recorded is 0.49 ns. The worst setup path is launched from a primary input.

The data arrival at the endpoint of the critical path is 6.08 ns. The type of the setup path with the least slack is in -> out. The report shows a maximum critical-path fanout of 5. Walking the worst path, the cells encountered are clkdlybuf4s50_1 > fa_1 > fa_1 > a211oi_1 > o211ai_1 > a21boi_1 > a2bb2oi_1 > o21ai_0 > xor2_1 > clkdlybuf4s50_1. The endpoint kind of the worst setup timing path is an output pin.

Clock network
The number of hold buffers added after CTS is 0. The count of instances resized after the clock tree is built is 0. After clock tree synthesis, the setup repair step added 0 buffers.

Yosys
The mean post-synth cell area is 7.03 um2. The post-synthesis cell type count is 49. According to the Yosys statistics, the synthesized design has a chip area of 0.00183 mm2. For this run, the number of Yosys warnings is 0. The post-synthesis instance area is 0.00183 mm2. In the synthesized netlist, the number of instances is 260. The share of the Yosys chip area taken by registers is 0%. The cell count listed in synth_stat.txt is 260.

Job
The reported max-cap violation count is 0. The number of warnings in the stage logs is 32.

Power
The largest vdd supply drop is 0.0218 mV. Summed over all cells, the static leakage comes to 1.18 nW. In this run the power density over the cells is 50.5 mW/mm2.

Placement
The detailed placement HPWL is 5450 um. The final weighted congestion recorded by global placement is 0.903. Input and output buffers added on the ports amount to 96.
[logic make-up after synthesis]
family	after synthesis	synth area share, %
compound gates	101	37.0
fa+ha+maj	33	23.4
other cells	1	0.205
buf+inv	17	4.52
simple gates	82	22.3
mux	1	0.548
xor+xnor	25	12.0
[critical path, delay by kind of cell]
kind	cells	cell delay [ns]
xor gates and xnor gates	1	0.16
buffers and inverters	2	0.92
AOI/OAI and AO/OA	5	1.44
adders and majority gates	2	0.89
[through the flow]
step                      power (mW)  util, %  area, um2  setup WS, ns  instances
after CTS                      0.146     47.8       2830          4.63        422
after global routing           0.160     47.8       2830          4.31        422
after floorplan               0.0694        -       1830          5.96        261
after detailed placement       0.145     47.8       2830          4.67        422
after global placement         0.145     47.8       2830          4.70        422
final                          0.143     47.8       2830          4.64        422
[worst paths after layout]
check | startpoint | endpoint | depth (start not counted)
hold / removal | cin | finout[2] | 3
setup / recovery | a[0] | finout[24] | 10
[cell usage after synthesis, types with 2 or more instances]
master | n | area [um2]
a211oi_1 | 3 | 22.5
a21boi_1 | 2 | 15.0
a21o_1 | 17 | 128
a21oi_1 | 34 | 170
a221o_1 | 2 | 20.0
a31oi_1 | 2 | 12.5
and2_1 | 7 | 43.8
and3_1 | 3 | 18.8
buf_2 | 2 | 10.0
buf_4 | 2 | 15.0
clkbuf_1 | 4 | 15.0
fa_1 | 2 | 40.0
ha_1 | 31 | 388
inv_1 | 7 | 26.3
nand2_1 | 27 | 101
nand3_1 | 7 | 35.0
nand4_1 | 8 | 50.1
nor2_1 | 13 | 48.8
nor3_1 | 6 | 30.0
nor4_1 | 2 | 12.5
o211ai_1 | 2 | 15.0
o21a_1 | 2 | 15.0
o21ai_0 | 17 | 85.1
o21bai_1 | 3 | 22.5
o221ai_1 | 3 | 26.3
o31ai_1 | 3 | 22.5
or3_1 | 4 | 25.0
xnor2_1 | 15 | 131
xor2_1 | 10 | 87.6
[cell type report]
type                            instances  area (um2)
Fill cell                             607        3090
Multi-Input combinational cell        244        1750
Timing Repair Buffer                   96         961
Tap cell                               75        93.8
Inverter                                7        26.3
[power by group]
group / internal, mW / switching [mW] / leakage (nW)
clock network: 0 / 0 / 0
logic: 0.0854 / 0.0573 / 1.18
registers: 0 / 0 / 0
total: 0.0854 / 0.0573 / 1.18
[layer usage]
layer,wire [um],track usage [%],vias to the layer above
met4,21,0.447,0
met3,356,2.06,2
li1,-,-,1161
met5,0,0,-
met1,2930,16.2,992
met2,2850,20.3,58
Power is estimated from default activity; no workload was simulated.
